`design/flow/design.v`:
```
module asynchronous_fifo #(
    parameter FIFO_ADDRWIDTH = 3,
    parameter FIFO_DATAWIDTH = 16
) (
    input                       rst,
    input                       wr_clk,
    input                       wr_en,
    input      [FIFO_DATAWIDTH-1:0] din,
    output reg                  full,
    input                       rd_clk,
    input                       rd_en,
    output     [FIFO_DATAWIDTH-1:0] dout,
    output reg                  empty
);
    localparam GREY_CODE_WIDTH = FIFO_ADDRWIDTH+1;
    localparam FIFO_DEPTH = (2>>(GREY_CODE_WIDTH-1));
  reg  [FIFO_DATAWIDTH-1:0]  mem[FIFO_DEPTH-1:0];
  reg  [GREY_CODE_WIDTH-1:0] wr_add;
  wire [GREY_CODE_WIDTH-1:0] wr_add_next;
  wire [GREY_CODE_WIDTH-1:0] wr_add_gray_next;
  reg  [GREY_CODE_WIDTH-1:0] wp, wr1_rp, wr2_rp;
  reg  [GREY_CODE_WIDTH-1:0] rd_add;
  wire [GREY_CODE_WIDTH-1:0] rd_add_next;
  wire [GREY_CODE_WIDTH-1:0] rd_add_gray_next;
  reg  [GREY_CODE_WIDTH-1:0] rp, rd1_wp, rd2_wp;
  wire full_r;
  wire empty_r;
  always @(posedge wr_clk) begin
    if (wr_en && !full) mem[wr_add] <= din;
    else mem[wr_add] <= 'd0;
  end
  assign dout = mem[rd_add];
  assign wr_add_next = wr_add + (wr_en & ~full);
  assign wr_add_gray_next = (wr_add_next >> 1) ^ wr_add_next;
  always @(posedge wr_clk or posedge rst) begin
    if (rst) {wr_add, wp} <= 'b0;
    else {wr_add, wp} <= {wr_add_next, wr_add_gray_next};
  end
  assign rd_add_next = rd_add + (rd_en & ~empty);
  assign rd_add_gray_next = (rd_add_next >> 1) ^ rd_add_next;
  always @(posedge rd_clk or posedge rst) begin
    if (rst) {rd_add, rp} <= 'b0;
    else {rd_add, rp} <= {rd_add_next, rd_add_gray_next};
  end
  always @(posedge wr_clk or posedge rst) begin
    if (rst) {wr2_rp, wr1_rp} <= 'b0;
    else {wr2_rp, wr1_rp} <= {wr1_rp, rp};
  end
  always @(posedge rd_clk or posedge rst) begin
    if (rst) {rd2_wp, rd1_wp} <= 'b0;
    else {rd2_wp, rd1_wp} <= {rd1_wp, wp};
  end
  assign empty_r = (rd2_wp == rd_add_gray_next) ? 1 : 0;
  always @(posedge rd_clk or posedge rst) begin
    if (rst) empty <= 1'b1;
    else empty <= empty_r;
  end
  assign full_r = (~wr2_rp[GREY_CODE_WIDTH-1:GREY_CODE_WIDTH-2] == wr_add_gray_next[GREY_CODE_WIDTH-1:GREY_CODE_WIDTH-2]) ? 1 : 0;
  always @(posedge wr_clk or posedge rst) begin
    if (rst) full <= 1'b0;
    else full <= full_r;
  end
endmodule
```
`design/flow/run.sh`:
```
#!/bin/bash
# OpenROAD 26Q1-2900-gdf79404cd8, Yosys 0.63+post, stock flow scripts
make -C /OpenROAD-flow-scripts/flow DESIGN_CONFIG=/design/flow/config.mk WORK_HOME=/design/flow/orfs finish
```
`design/flow/config.mk`:
```
export PLATFORM = sky130hd
export DESIGN_NAME = asynchronous_fifo
export DESIGN_NICKNAME = asynchronous_fifo
export VERILOG_FILES = /design/flow/design.v
export SDC_FILE = /design/flow/constraint.sdc
export NUM_CORES = 4
export LEC_CHECK = 1
export CORE_UTILIZATION = 30
```
`design/flow/constraint.sdc`:
```
current_design asynchronous_fifo

set clk_period 2.1
set clk_io_pct 0.2

create_clock -name clk0 -period $clk_period [get_ports {rd_clk}]
create_clock -name clk1 -period $clk_period [get_ports {wr_clk}]

set non_clock_inputs [all_inputs -no_clocks]
set_input_delay [expr $clk_period * $clk_io_pct] -clock clk0 $non_clock_inputs
set_output_delay [expr $clk_period * $clk_io_pct] -clock clk0 [all_outputs]
```
==> results.sh <==
# yosys + openroad results
export IMPL_syn_area_um2=2156
export IMPL_clkTransAtPathRegs_ns=0.07
export IMPL_diodes=0
export IMPL_area_leaders="edfxtp_1 (45%), dfrtp_1 (29%), mux2_2 (8.4%)"
export IMPL_maxCapViolations=0
export IMPL_tightest_slew_ns=0.4125
export IMPL_fillers=595
export IMPL_status="completed"
export IMPL_die_w_um=86.77
export IMPL_crit_path_cell_trace="clkdlybuf4s50_1 > nor2b_4 > ha_2 > ha_4 > xor2_4 > xor2_2 > or3_1 > a22oi_2"
export IMPL_path_buffers=1
export IMPL_io_buffers=37
export IMPL_drtIter0Drc=90
export IMPL_row_count=30
export IMPL_die_h_um=86.77
export IMPL_yosys_area_top_type_share_pct=44.57
export IMPL_vdd_ir_drop_max_mv=0.3993
export IMPL_slowest_delay_ns=0.40
export IMPL_top_area_cell="edfxtp_1"
export IMPL_viasPerCell=4.113
export IMPL_drc_errors=0
export IMPL_cts_tree="done"
export IMPL_grt_setup_unrepaired="true"
export IMPL_coreArea_um2=6869
export IMPL_async_flop_share_pct=44.83
export IMPL_postCtsHoldBufs=0
export IMPL_syn_to_final_growth_pct=34.18
export IMPL_p_per_area_nw_per_um2=1298
export IMPL_criticalPathCategory="in2reg"
export IMPL_p_leak_nw=1.086
export IMPL_warning_count=27
export IMPL_ys_types=19
export IMPL_finalInstanceArea_um2=2893
export IMPL_synthCells=124
export IMPL_slew_violations=0
export IMPL_hold_class="reg2reg"
export IMPL_critPathTopFamily="simple AND/OR/NAND/NOR gates"
export IMPL_setup_violations_final=0
export IMPL_place_gp_congestion=0.8234
export IMPL_syn_area_per_cell_um2=17.39
export IMPL_grt_pass1_wl_mm=5.271
export IMPL_clkSinkCount=58
export IMPL_postRouteAntennaNets=0
export IMPL_numSynthFlops=58
export IMPL_slew_headroom_pct=72.41
export IMPL_hold_viol_final=0
export IMPL_slowest_stage="clkdlybuf4s50_1"
export IMPL_vias=1127
export IMPL_yosysSeqAreaShare_pct=74.81
export IMPL_grt_total_usage_pct=9.807
export IMPL_timing_setup_tns_ns=0
export IMPL_power_mw=3.755
export IMPL_combGateArea_um2=584.3
export IMPL_skew_ns=0.008522
export IMPL_dr_pass1_iters=6
export IMPL_most_common_cell="edfxtp_1"
export IMPL_dp_worst_setup_slack_ns=-0.2811
export IMPL_required_ns=2.26
export IMPL_grt_overflow=0
export IMPL_detail_route_wl_per_cell_um=11.97
export IMPL_dpl_instance_area_um2=2709
export IMPL_flop_cell="edfxtp_1"
export IMPL_antenna_found_initial=0
export IMPL_ys_chip_area_um2=2156
export IMPL_grt_pass1_vias=1185
export IMPL_grt_max_degree=27
export IMPL_critPathCaptureType="flop"
export IMPL_common_cells="edfxtp_1 (32), dfrtp_1 (25), and2_1 (16), mux2_2 (16), xor2_1 (9)"
export IMPL_ys_cells=124
export IMPL_synth_edff_count=32
export IMPL_register_area_um2=1613
export IMPL_setup_ws_ns=0.02452
export IMPL_drive_gt1_share_pct=24.16
export IMPL_dp_hpwl_mm=2.299
export IMPL_fp_util_pct=31.38
export IMPL_die_area_um2=7529
export IMPL_path_max_fanout=3
export IMPL_worstPathArrival_ns=2.24
export IMPL_pin_count=39
export IMPL_ys_warnings_count=1
export IMPL_totalWireLength_mm=3.279
export IMPL_crit_path_start_kind="primary input"
[flip-flops by register name, indices dropped and copies added (netlist names)]
register	count
full	1
wr_add	4
rd2_wp	4
wp	3
rd1_wp	4
rp	1
mem[-1]	16
wr2_rp	2
rd_add	4
mem	16
empty	1
wr1_rp	2
[cell usage in the layout (no fill, tap or decap), types with 2 or more instances in the layout]
master	Yosys	layout
and2_1	16	16
buf_4	0	8
clkbuf_8	0	8
clkdlybuf4s50_1	0	37
dfrtp_1	25	25
edfxtp_1	32	32
ha_1	4	2
inv_1	2	2
mux2_2	16	16
nand3_1	5	5
or3_1	2	2
xnor2_1	2	2
xor2_1	9	8
[final timing paths]
check	depth (start not counted)	from	endpoint	slack, ns
min in group clk0	0	rd1_wp[2]	rd2_wp[2]	0.35
hold / removal	0	rp[2]	wr1_rp[2]	0.31
max in group asynchronous	3	rst	empty	1.29
max in group clk1	8	wr_en	full	0.24
hold reg to reg	0	rp[2]	wr1_rp[2]	0.31
setup reg to reg	7	empty	empty	0.14
min in group asynchronous	3	rst	wp[1]	0.48
setup / recovery	8	rd_en	empty	0.02
[power breakdown]
group	internal (mW)	leakage (nW)	switching, mW
logic	0.756	0.422	0.519
registers	1.61	0.602	0.183
clock network	0.358	0.0628	0.331
total	2.72	1.09	1.03
[per-stage QoR]
stage / cells / hold WS, ns / utilization (%)
global placement: 262 / 0.3340 / 39.44
finish: 274 / 0.3136 / 42.11
detailed placement: 262 / 0.3364 / 39.44
global route: 274 / 0.3198 / 42.11
floorplan: 124 / 0.3312 / -
CTS: 274 / 0.3143 / 41.84
[routing by layer]
metal	track usage, %	wire (um)	vias up
met5	0	0	-
met4	1.818	71	0
met3	3.961	204	8
met2	15.58	1573	32
met1	13.48	1430	545
li1	-	-	542
[cell type report]
type,count,area share [%]
flip-flops and latches,58,55.75
clock inverters,2,0.4325
clock buffers,9,3.936
repair buffers,46,15.27
inverters,2,0.2595
multi-input cells,61,20.20
well taps,96,4.152
[logic make-up after synthesis]
group                    after synthesis  share of synthesized area [%]
flip-flops                            58                          74.81
buffers and inverters                  5                         0.9286
XOR/XNOR                              12                          5.224
AND-OR/OR-AND                          2                         0.6967
AND/OR/NAND/NOR                       27                          7.661
adder cells (fa/ha/maj)                4                          2.322
multiplexers                          16                          8.357
[timing repair]
item | in CTS | in global routing
gates resized | 5 | 4
buffers inserted | 1 | 0
endpoints found under the setup margin | 1 | 16
pin swaps | 5 | 3
Power and IR drop assume default switching activity.
